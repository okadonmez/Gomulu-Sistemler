File: design/flow/design.v
module saat 
 # (
    parameter BIR_SANIYE = 26'd24_000_000,
    parameter SIFIRLA = 26'd0
   )
   (
    input sys_clk,
    input button_1,
    input button_2,
    output reg[2:0] led,
    output reg[7:0] segment, 
    output reg[3:0] digit    
   );
reg [26:0] counter_clk;
reg [14:0] counter_digit_yenileme;
reg [26:0] counter_zamani_guncelleme;
reg clk_digit_yenileme = 0;
reg [7:0] karakter [0:19];
reg [7:0] saniye = 0;
reg [7:0] dakika = 0;
reg [7:0] saat = 0;
always @* begin
    karakter[0] <= 8'b00111111;  
    karakter[1] <= 8'b00000110;  
    karakter[2] <= 8'b01011011;  
    karakter[3] <= 8'b01001111;  
    karakter[4] <= 8'b01100110;  
    karakter[5] <= 8'b01101101;  
    karakter[6] <= 8'b01111101;  
    karakter[7] <= 8'b00000111;  
    karakter[8] <= 8'b01111111;  
    karakter[9] <= 8'b01101111;  
    karakter[10] <= 8'b10111111;  
    karakter[11] <= 8'b10000110;  
    karakter[12] <= 8'b11011011;  
    karakter[13] <= 8'b11001111;  
    karakter[14] <= 8'b11100110;  
    karakter[15] <= 8'b11101101;  
    karakter[16] <= 8'b11111101;  
    karakter[17] <= 8'b10000111;  
    karakter[18] <= 8'b11111111;  
    karakter[19] <= 8'b11101111;  
end
always @(posedge sys_clk) begin
    if(!button_1 && !button_2) begin
        counter_clk <= SIFIRLA;
        saniye <= 0;
        dakika <= 0;
        saat <= 0;
    end
    else if(counter_clk < BIR_SANIYE / 600) begin
        counter_clk <= {counter_clk + 8'h1};
    end
    else begin
        counter_clk <= SIFIRLA;
        saniye <= {saniye + 8'h1};
    end
    if(saniye > 59) begin
        saniye <= 0;
        dakika <= {dakika + 8'h1};
    end
    if(dakika > 59) begin
        dakika <= 0;
        saat <= {saat + 8'h1};
    end
    if(saat > 23) begin
        saat <= 0;
    end      
    if(!button_1) begin
        if(counter_zamani_guncelleme < BIR_SANIYE) begin
            counter_zamani_guncelleme <= {counter_zamani_guncelleme + 8'h1};
        end
        else begin
            counter_zamani_guncelleme <= SIFIRLA;
            saat <= {saat + 8'h1};
        end
    end
    if(!button_2) begin
        if(counter_zamani_guncelleme < BIR_SANIYE) begin
            counter_zamani_guncelleme <= {counter_zamani_guncelleme + 8'h1};
        end
        else begin
            counter_zamani_guncelleme <= SIFIRLA;
            dakika <= {dakika + 8'h1};
        end
    end
end
always @(posedge clk_digit_yenileme) begin
    if(digit == 4'b1110) begin  
        if(dakika % 10 == 0) 
            segment <= karakter[0];
        else if(dakika % 10 == 1) 
            segment <= karakter[1];
        else if(dakika % 10 == 2) 
            segment <= karakter[2];
        else if(dakika % 10 == 3) 
            segment <= karakter[3];
        else if(dakika % 10 == 4) 
            segment <= karakter[4];
        else if(dakika % 10 == 5) 
            segment <= karakter[5];
        else if(dakika % 10 == 6) 
            segment <= karakter[6];
        else if(dakika % 10 == 7) 
            segment <= karakter[7];
        else if(dakika % 10 == 8) 
            segment <= karakter[8];
        else if(dakika % 10 == 9) 
            segment <= karakter[9];
        digit <= 4'b1101;
    end
    else if(digit == 4'b1101) begin 
        if(0 <= dakika && dakika < 10) 
            segment <= karakter[0];
        else if(10 <= dakika &&  dakika < 20) 
            segment <= karakter[1];
        else if(20 <= dakika &&  dakika < 30) 
            segment <= karakter[2];
        else if(30 <= dakika &&  dakika < 40) 
            segment <= karakter[3];
        else if(40 <= dakika &&  dakika < 50) 
            segment <= karakter[4];
        else if(50 <= dakika &&  dakika < 60) 
            segment <= karakter[5];
        digit <= 4'b1011;
    end
    else if(digit == 4'b1011) begin 
        if(saat % 10 == 0) 
            segment <= karakter[10];
        else if(saat % 10 == 1) 
            segment <= karakter[11];
        else if(saat % 10 == 2) 
            segment <= karakter[12];
        else if(saat % 10 == 3) 
            segment <= karakter[13];
        else if(saat % 10 == 4) 
            segment <= karakter[14];
        else if(saat % 10 == 5) 
            segment <= karakter[15];
        else if(saat % 10 == 6) 
            segment <= karakter[16];
        else if(saat % 10 == 7) 
            segment <= karakter[17];
        else if(saat % 10 == 8) 
            segment <= karakter[18];
        else if(saat % 10 == 9) 
            segment <= karakter[19];
        digit <= 4'b0111;
    end
    else if(digit == 4'b0111) begin 
        if(0 <= saat && saat < 10) 
            segment <= karakter[0];
        else if(10 <= saat &&  saat < 20) 
            segment <= karakter[1];
        else if(20 <= saat &&  saat < 30) 
            segment <= karakter[2];
        digit <= 4'b1110;
    end
    else
        digit <= 4'b1110;
end
always @(posedge sys_clk) begin
    if(!button_1 || !button_2) begin
        led <= 3'b000;
    end
    else begin
        led <= 3'b111; 
    end
end
always @(posedge sys_clk) begin
    counter_digit_yenileme <= {counter_digit_yenileme + 8'h1};
    if(counter_digit_yenileme == BIR_SANIYE / 1000) begin
        clk_digit_yenileme = ~clk_digit_yenileme;
        counter_digit_yenileme <= 0;
    end
end
endmodule
File: design/flow/run.sh
#!/bin/bash
# OpenROAD 26Q1-2900-gdf79404cd8, Yosys 0.63+post, stock flow scripts
make -C /OpenROAD-flow-scripts/flow DESIGN_CONFIG=/design/flow/config.mk WORK_HOME=/design/flow/orfs finish
File: design/flow/config.mk
export PLATFORM = sky130hd
export DESIGN_NAME = saat
export DESIGN_NICKNAME = saat
export VERILOG_FILES = /design/flow/design.v
export SDC_FILE = /design/flow/constraint.sdc
export NUM_CORES = 4
export LEC_CHECK = 1
export CORE_UTILIZATION = 30
File: design/flow/constraint.sdc
current_design saat

set clk_period 5.0
set clk_io_pct 0.2

create_clock -name clk0 -period $clk_period [get_ports {sys_clk}]

set non_clock_inputs [all_inputs -no_clocks]
set_input_delay [expr $clk_period * $clk_io_pct] -clock clk0 $non_clock_inputs
set_output_delay [expr $clk_period * $clk_io_pct] -clock clk0 [all_outputs]
==> reports/metrics.csv <==
stage,metric,value,unit
drt,drt_iter0_markers,483,
global_routing,grt_antenna_before_repair,0,
logic_synthesis,edf_count,36,
sta,rsz0062_at_grt,false,
logic_synthesis,synth.distinct_cells,96,
sta,finalSetupTns,0,ns
setup_path,critPathMaxStageDelay,0.66,ns
placed_design,dp_hpwl,12270,um
clock_network,htree_levels,3,
sta,period_minus_slack,2.874,ns
logic_synthesis,synth_warnings,2,
status,outcome,"complete, no violations",
logic_synthesis,ys_ff,107,
run,warnings,31,
clock_network,clk_latency,0.34,ns
setup_path,crit_family,AND-OR/OR-AND gates,
global_routing,overflow,0,
final_layout,area_growth,10.33,%
drt,num_vias,6540,
setup_path,critPathBufInv,1,
clock_network,cts.hold.buffers_added,0,
logic_synthesis,common_cells,"nor2_1 (133), nand2_1 (74), dfxtp_1 (71), nand3_1 (50), a21oi_1 (38)",
clock_network,numCtsBuffers,9,
floorplanning,chipArea,25670,sq um
floorplanning,fp-row-count,57,
setup_path,path_cells,"a21oi_1, o21ai_0, a21oi_1, o21bai_1, a211o_1, inv_1, o21ai_1, o21ai_0, a311oi_1",
placed_design,dp_slack,2.119,ns
global_routing,grt_pass1_wl,28730,um
sta,setup_viol,0,
logic_synthesis,area_leaders,"dfxtp_1 (19%), edfxtp_1 (14%), nor2_1 (6.6%), xnor2_1 (4.2%), nand2_1 (3.7%)",
logic_synthesis,synthesis.area,7511,sq um
drt,ant_nets,0,
clock_network,clk_path_buf_depth,2,
global_routing,grt_max_degree,33,
sta,fmaxAchievable,347.9,MHz
setup_path,endpoint_kind,register,
setup_path,cp_max_fo,25,
drt,drc,0,
logic_synthesis,synth.largest_area_cell,dfxtp_1,
drt,wirelength,16900,um
final_layout,drive_above_1_share,0.06580,
placed_design,place.gp.congestion,0.8800,
clock_network,ctsRootBufferMaster,clkbuf_16,
setup_path,crit_type,register to register,
pwr,powerDensity,473.0,nW/um^2
sta,period_used_share,0.5749,
sta,whs,0.4577,ns
final_layout,fill_cells,2500,
logic_synthesis,synth_top_cell_by_count,nor2_1,
sta,timing.final.hold_violations,0,
sta,drv_slew,0,
drt,viasPerCell,5.228,
sta,worst_slack,2.126,ns
sta,worstMarginPinSlew,0.8313,ns
logic_synthesis,ys_seq_frac,0.3332,
sta,unconstrained_endpoints,32,
drt,wl_per_cell,13.51,um
setup_path,cp-start-kind,register,
setup_path,worstPathRequired,5.24,ns
logic_synthesis,flop_cell,dfxtp_1,
floorplanning,chipWidth,160.2,um
logic_synthesis,async_flop_share,0,
sta,max_slew_margin,0.4416,
pwr,leakagePower,2.891,nW
drt,drt_pass1_iterations,5,
clock_network,cts_tree,yes,
logic_synthesis,yosysChipArea,7511,sq um
pwr,peakVddDrop,0.3405,mV
floorplanning,dieHeight,160.2,um
logic_synthesis,synthCells,916,
sta,unclocked_pins,12,
clock_network,clkSlewWorstSetupHoldPaths,0.07,ns
floorplanning,coreArea,24460,sq um
drt,num_antenna_cells,0,
clock_network,post_cts_resized,0,
logic_synthesis,synth.avg_cell_area,8.200,sq um
setup_path,cp_data_arrival_time,3.11,ns
floorplanning,io_pins,18,
logic_synthesis,ys_cells,916,
setup_path,slowest_stage,a211o_1,
global_routing,grt_pass1_vias,5862,
clock_network,post-cts-setup-buffer-count,0,
run,maxCapViolCount,0,
sta,clock_skew,0.009775,ns
floorplanning,fp_util,0.3070,
logic_synthesis,synth_top_area_share,0.1892,
worst_hold_path,hold_class,register to register,
placed_design,numPortBuffers,17,
global_routing,grt_usage,0.1356,
worst paths after layout:
check                                                   start                         to  slack (ns)  depth (start not counted)
setup / recovery  counter_zamani_guncelleme[10]$_SDFFCE_PP0N_            saat[7]$_DFF_P_        2.13                          9
hold / removal                      counter_clk[0]$_SDFF_PP0_  counter_clk[0]$_SDFF_PP0_        0.46                          1
setup reg to reg  counter_zamani_guncelleme[10]$_SDFFCE_PP0N_            saat[7]$_DFF_P_        2.13                          9
hold reg to reg                     counter_clk[0]$_SDFF_PP0_  counter_clk[0]$_SDFF_PP0_        0.46                          1
layout make-up:
class                           count  area [sq um]  share of cell area
Clock buffer                       11         254.0             0.03065
Inverter                           34         127.6             0.01540
Timing Repair Buffer               26         237.7             0.02869
Multi-Input combinational cell    744          4721              0.5697
Sequential cell                   107          2502              0.3020
Clock inverter                      5         38.79            0.004681
Tap cell                          324         405.4             0.04892
layout by cell type (no fill, tap or decap), drive strengths merged, types with 5 or more instances in the layout:
cell type,n
or2,7
and3,19
o211ai,14
mux2,5
xor2,29
ha,15
edfxtp,36
dfxtp,71
nand3,50
clkinv,7
o21ai,41
a311oi,9
nor4,8
conb,15
nand2b,6
a21oi,42
mux2i,5
a41oi,9
nor2b,13
clkdlybuf4s50,17
a211oi,18
xnor2,37
nor2,135
and2,6
o21a,5
inv,31
a211o,9
nand4,23
a21o,10
nor3,29
o31ai,6
nor3b,9
a31oi,14
buf,9
clkbuf,11
a31o,5
o2111ai,7
nand2,74
cell families (layout without fill, tap and decap cells):
logic type / count (synthesis) / count (layout) / share of synthesized area
simple gates: 397 / 397 / 0.2592
mux: 10 / 10 / 0.01416
flops: 107 / 107 / 0.3332
other cells: 1 / 15 / 0.0004993
xor+xnor: 66 / 66 / 0.07946
buf+inv: 79 / 76 / 0.04531
compound gates: 240 / 240 / 0.2417
fa+ha+maj: 16 / 16 / 0.02649
per-layer routing:
layer / routed length (um) / share of wire / global-route usage / up-vias
met2: 7690 / 0.46 / 0.2150 / 120
met5: 0 / 0 / 0 / -
met4: 232 / 0.014 / 0.01688 / 0
met3: 614 / 0.036 / 0.01694 / 22
li1: - / - / - / 3394
met1: 8361 / 0.49 / 0.2066 / 3004
flip-flops by register name, indices dropped and copies added (netlist names):
signal                     cells
segment                        8
digit                          4
led                            1
counter_digit_yenileme        15
counter_zamani_guncelleme     27
dakika                         8
clk_digit_yenileme             1
saat                           8
saniye                         8
counter_clk                   27
metrics by stage:
step / utilization / total power [mW] / cell area, sq um / cells
floorplan: - / 2.841 / 7564 / 930
global placement: 0.3268 / 3.246 / 7994 / 1235
detailed placement: 0.3268 / 3.251 / 7994 / 1235
CTS: 0.3388 / 3.926 / 8287 / 1251
global route: 0.3388 / 4.253 / 8287 / 1251
finish: 0.3388 / 3.919 / 8287 / 1251
where the power goes:
group          switching (mW)  internal, mW  leakage, nW
clock                   0.281         0.370        0.141
sequential              0.112         0.869        0.962
combinational            1.39         0.896         1.79
total                    1.78          2.14         2.89
Power and IR drop assume default switching activity.
